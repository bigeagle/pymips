**flow/design.v**
```verilog
module data_reg_judge (
    branch_if,
    jump,
    branch_en,
    RegW_en,
    Ip,
    InstRegDest,
    AluResult,
    RegDest,
    Data2Reg,
    RegWrite
);
input [0:0] branch_if;
input [0:0] jump;
input [0:0] branch_en;
input [0:0] RegW_en;
input [31:0] Ip;
input [4:0] InstRegDest;
input signed [31:0] AluResult;
output [4:0] RegDest;
reg [4:0] RegDest;
output signed [31:0] Data2Reg;
reg signed [31:0] Data2Reg;
output [0:0] RegWrite;
reg [0:0] RegWrite;
always @(branch_if, InstRegDest, Ip, RegW_en, jump, AluResult, branch_en) begin: DATA_REG_JUDGE_LOGIC
    if (((jump == 1) && (RegW_en == 1))) begin
        RegDest = 31;
        Data2Reg = (Ip + 4);
        RegWrite = 1;
    end
    else if (((branch_if == 1) && (RegW_en == 1))) begin
        if ((branch_en == 1)) begin
            RegDest = 31;
            Data2Reg = (Ip + 4);
            RegWrite = 1;
        end
        if ((branch_en == 0)) begin
            RegDest = InstRegDest;
            Data2Reg = AluResult;
            RegWrite = 0;
        end
    end
    else begin
        RegDest = InstRegDest;
        Data2Reg = AluResult;
        RegWrite = RegW_en;
    end
end
endmodule
```
**flow/run.sh**
```bash
#!/bin/bash
# OpenROAD 26Q1-2900-gdf79404cd8, Yosys 0.63+post, stock flow scripts
make -C /OpenROAD-flow-scripts/flow DESIGN_CONFIG=/design/flow/config.mk WORK_HOME=/design/flow/orfs finish
```
**flow/config.mk**
```make
export PLATFORM = sky130hd
export DESIGN_NAME = data_reg_judge
export DESIGN_NICKNAME = data_reg_judge
export VERILOG_FILES = /design/flow/design.v
export SDC_FILE = /design/flow/constraint.sdc
export NUM_CORES = 4
export LEC_CHECK = 1
export CORE_AREA = 10 10 99 99
export DIE_AREA = 0 0 109 109
```
**flow/constraint.sdc**
```tcl
current_design data_reg_judge

set clk_period 10.6
set clk_io_pct 0.2

create_clock -name clk0 -period $clk_period

set non_clock_inputs [all_inputs -no_clocks]
set_input_delay [expr $clk_period * $clk_io_pct] -clock clk0 $non_clock_inputs
set_output_delay [expr $clk_period * $clk_io_pct] -clock clk0 [all_outputs]
```
==> flow_metrics.tcl <==
# yosys + openroad results
set metrics [dict create \
    outcome "completed" \
    drc 0 \
    antenna_found_initial 0 \
    warning_count 32 \
    required_ns 8.48 \
    ant_nets 0 \
    drt_first_pass_iters 4 \
    fin_crit_sh 0.683 \
    yosys_cells 208 \
    worst_setup_path_end_kind "output port" \
    min_period_ns 7.24 \
    dr_wl_met2_mm 2.55 \
    maxCapViolCount 0 \
    clock.fmax_mhz 138 \
    grt_max_degree 39 \
    crit_end "Data2Reg[26]" \
    p_per_area_nw_per_um2 29.3 \
    drive_gt1_frac 0.0375 \
    pre_cts_ws_ns 3.33 \
    area_leaders "dlxtn_1 36%, nor2_1 7.7%, xnor2_1 6.2%" \
    arrival_ns 5.12 \
    drt-wirelength-per-cell_microns 12.1 \
    rsz0062_at_grt "false" \
    ys_ff 38 \
    top_area_cell "dlxtn_1" \
    grt_pass1_wl_mm 8.42 \
    via_per_inst 3.97 \
    cts_resized 0 \
    grt_pass1_vias 1650 \
    grt.overflow.total 0 \
    peakVddDrop_uv 9.52 \
    wl_met1_mm 2.25 \
    wirelength_mm 5.45 \
    synth.distinct_cells 33 \
    num_rows 32 \
    p_leak_nw 1.14 \
    die_h_microns 109 \
    yosysChipArea_sq_um 1570 \
    unclocked_pins 38 \
    top_cells_by_count "38 x dlxtn_1, 32 x nor2_1, 15 x a31oi_1" \
    final-max-slew-violation-count 0 \
    synth.most_common_cell "dlxtn_1" \
    untimed_endpoints 38 \
    ys.flop_type "dlxtn_1" \
    syn_area_sq_um 1570 \
    top_cell_area_share 0.365 \
    worst_pin_slew_ns 0.569 \
    vias 1783 \
    track_usage 0.0868 \
    coreArea_sq_um 7730 \
    gp_congestion 0.805 \
    slew_headroom 0.620 \
    finalSetupTns_ns 0 \
    path_class "in2out" \
    critPathLaunch "Ip[2]" \
    wl_met3_microns 616 \
    crit_path_max_fanout 14 \
    hold_viol_final 0 \
    fin_ws_ns 3.36 \
    io_pins 111 \
    synthArstFlopShare 0 \
    cts_setup_buffers 0 \
    dpl.hpwl_mm 4.75 \
    io_buffers 111 \
    num_antenna_cells 0 \
    postCtsHoldBufs 0 \
    cp-start-kind "input pin" \
    dieArea_sq_um 11900 \
    yosys_warnings 1 \
    synthCells 208 \
    postSynthAreaPerCell_sq_um 7.53 \
    top_layer "met4" \
    edf_count 0 \
    finalSetupViolCount 0 \
    first_iter_violations 30 \
    syn2layout_area_growth_pct 86.3 \
    die_w_microns 109 \
    initial_core_util 0.203 \
]
[placed cells by master, fill, tap and decap left out, drive strengths merged, types with 6 or more instances in the layout]
| master | Yosys | final |
|---|---|---|
| a31oi | 15 | 15 |
| or4 | 10 | 10 |
| xnor2 | 11 | 11 |
| nand2 | 8 | 8 |
| clkdlybuf4s50 | 0 | 111 |
| o31ai | 7 | 7 |
| nor2 | 32 | 32 |
| a21oi | 14 | 14 |
| dlxtn | 38 | 38 |
| o21ai | 7 | 7 |
| nand4 | 6 | 6 |
| nand3 | 11 | 11 |
| conb | 1 | 38 |
| or3 | 7 | 7 |
| inv | 6 | 6 |
[per-layer routing]
metal	global-route usage	vias to the layer above
li1	-	995
met5	0	-
met3	0.0305	2
met2	0.147	65
met1	0.112	721
met4	0	0
[registers in the layout (all words and copies together) (netlist names)]
register,count
RegWrite,1
Data2Reg,32
RegDest,5
[worst max-delay path, stage by stage]
cell and delay, ns:
clkdlybuf4s50_1 0.57, ha_1 0.27, nand4_1 0.11, or4_4 0.53
or4_1 0.54, a31oi_1 0.18, dlxtn_1 0.35, clkdlybuf4s50_1 0.46
[through the flow]
| step | util | area [sq um] | cells | total power (W) |
|---|---|---|---|---|
| after CTS | 0.377 | 2920 | 449 | 0.0000869 |
| after global routing | 0.377 | 2920 | 449 | 0.0000943 |
| final | 0.377 | 2920 | 449 | 0.0000854 |
| after global placement | 0.377 | 2920 | 449 | 0.0000858 |
| after detailed placement | 0.377 | 2920 | 449 | 0.0000866 |
| after floorplan | - | 1700 | 245 | 0.0000368 |
[layout make-up]
cell class	instances	area (sq um)
tap	102	128
multi-input combinational	191	1080
timing repair buffer	112	1120
fill	787	4810
sequential	38	571
inverter	6	22.5
[cells by family (layout without fill, tap and decap cells)]
logic type,Yosys count,count (layout),share of synthesized area
muxes,4,4,0.0280
other,1,38,0.00240
xor gates and xnor gates,13,13,0.0727
latches,38,38,0.365
AOI/OAI and AO/OA,45,45,0.171
buffers and inverters,16,118,0.0416
adders and majority gates,1,1,0.00799
and+or+nand+nor,90,90,0.312
[power breakdown]
part	internal [W]	switching (W)	leakage (nW)	total [W]
Sequential	0.0000140	0.00000130	0.311	0.0000153
Clock	0	0	0	0
Combinational	0.0000449	0.0000252	0.830	0.0000701
Power and IR drop assume default switching activity.
